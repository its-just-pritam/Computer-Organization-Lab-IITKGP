$ cat /design/flow/run.sh
#!/bin/bash
# OpenROAD 26Q1-2900-gdf79404cd8, Yosys 0.63+post, stock flow scripts
make -C /OpenROAD-flow-scripts/flow DESIGN_CONFIG=/design/flow/config.mk WORK_HOME=/design/flow/orfs finish
$ cat /design/flow/config.mk
export PLATFORM = sky130hd
export DESIGN_NAME = HBA
export DESIGN_NICKNAME = HBA
export VERILOG_FILES = /design/flow/design.v
export SDC_FILE = /design/flow/constraint.sdc
export NUM_CORES = 4
export LEC_CHECK = 1
export CORE_AREA = 10 10 70 70
export DIE_AREA = 0 0 80 80
$ cat /design/flow/constraint.sdc
current_design HBA

set clk_period 6.1
set clk_io_pct 0.2

create_clock -name clk0 -period $clk_period

set non_clock_inputs [all_inputs -no_clocks]
set_input_delay [expr $clk_period * $clk_io_pct] -clock clk0 $non_clock_inputs
set_output_delay [expr $clk_period * $clk_io_pct] -clock clk0 [all_outputs]
$ cat /design/flow/design.v
`timescale 1ns / 1ps
module CLA(A,B,Cin,Sum,Cout);
    input [3:0] A,B;
    input Cin;
    output [3:0] Sum;
    output Cout;
    wire [3:0] G,P,C;
    assign G[0] = (A[0]&B[0]),
    G[1] = (A[1]&B[1]),
    G[2] = (A[2]&B[2]),
    G[3] = (A[3]&B[3]);
    assign P[0] = (A[0]^B[0]),
    P[1] = (A[1]^B[1]),
    P[2] = (A[2]^B[2]),
    P[3] = (A[3]^B[3]);
    assign C[0] = Cin;
    assign C[1] = G[0]|(P[0]&C[0]);
    assign C[2] = G[1]|(P[1]&C[1]);
    assign C[3] = G[2]|(P[2]&C[2]);
    assign Cout = G[3]|(P[3]&C[3]);
    assign Sum[0] = (P[0]^C[0]),
    Sum[1] = (P[1]^C[1]),
    Sum[2] = (P[2]^C[2]),
    Sum[3] = (P[3]^C[3]);
endmodule
module HBA(A,B,Cin,Sum,Cout);
    input [7:0] A,B;
    input Cin;
    output [7:0] Sum;
    output Cout;
    wire [3:0] A1,B1,A2,B2,S1,S2;
    wire cout;
    assign A1[0] = A[0], B1[0] = B[0],
    A1[1] = A[1], B1[1] = B[1],
    A1[2] = A[2], B1[2] = B[2],
    A1[3] = A[3], B1[3] = B[3],
    A2[0] = A[4], B2[0] = B[4],
    A2[1] = A[5], B2[1] = B[5],
    A2[2] = A[6], B2[2] = B[6],
    A2[3] = A[7], B2[3] = B[7];
    CLA CarryLook_1(A1,B1,Cin,S1,cout);
    CLA CarryLook_2(A2,B2,cout,S2,Cout);
    assign Sum[0] = S1[0],
    Sum[1] = S1[1],
    Sum[2] = S1[2],
    Sum[3] = S1[3],
    Sum[4] = S2[0],
    Sum[5] = S2[1],
    Sum[6] = S2[2],
    Sum[7] = S2[3];
endmodule
==> impl_metrics.csv <==
group,metric,value,unit
global_routing,gr-usage-all-layers,2.288,%
die,fp.dieW,80,um
die,fp_util,5.788,%
finish,final_core_util,15.49,%
logic_synthesis,syn_avg_cell_area,10.98,sq um
die,chipArea,0.006400,sq mm
critical_path,cp_num_buf_inv,6,
die,die-height,80,um
drt,via_count,217,
global_routing,grt_pass1_vias,244,
critical_path,crit_fanout,1,
logic_synthesis,yosysChipArea,197.7,sq um
finish,final_cell_mix,"clkdlybuf4s50_1, inv_1, fa_2",
placed_design,io_buffer_count,26,
critical_path,worstPathArrival,4.72,ns
critical_path,slowest_delay,0.40,ns
placed_design,placed_area,515.5,sq um
global_routing,grt_pass1_wl,1166,um
timing,hold_viol_final,0,
critical_path,critPathRequiredTime,4.88,ns
critical_path,end_kind,"primary output",
drt,ant_nets,0,
worst_hold_path,hp-class,"primary input to primary output",
global_routing,grt_max_degree,2,
finish,areaGrowthSynthToFinish,167.7,%
logic_synthesis,ys_seq_share,0,%
drt,wl_per_cell,8.511,um
finish,seq_area,0,sq um
run_status,status,"complete, no violations",
clock_tree,post_cts_buffers,0,
critical_path,crit_family,"adder cells",
drt,num_antenna_cells,0,
timing,finalSetupViolations,0,
die,coreArea,0.003416,sq mm
timing,max_slew_margin,92.33,%
global_routing,antenna_found_initial,0,
finish,drive_gt1_share,22.73,%
run,warnings,32,
clock_tree,hold_buffers,0,
timing,min_period,5.944,ns
drt,drt_iter0_drc,0,
finish,final_common_cell,"clkdlybuf4s50_1",
power_and_ir_drop,power_density,84.74,mW/mm^2
die,rows,21,
timing,setup_tns,0,ns
finish,fin_area,529.3,sq um
power_and_ir_drop,max-vdd-ir-drop,25.76,uV
finish,nFlopsAndLatches,0,
power_and_ir_drop,leakage,0.2084,nW
drt,dr.pass1.iters,1,
timing,rsz0062_at_grt,"false",
global_routing,overflow,0,
critical_path,criticalPathCategory,"primary input to primary output",
die,ios,26,
timing,fmaxAchievable,168.2,MHz
logic_synthesis,synthesis.area,197.7,sq um
logic_synthesis,netlist_instances,18,
critical_path,critPathSlowestCell,"clkdlybuf4s50_1",
drt,drc,0,
logic_synthesis,yosysCellCount,18,
timing,max_slew.worst_pin.slew,0.1147,ns
drt,wl,766,um
drt,vias_per_cell,2.411,
run,drv_cap,0,
timing,slew_viol_final,0,
logic_synthesis,yosys.cell_types.count,2,
critical_path,crit_path_frequent_cell,"fa_2",
timing,finalClockPeriodUsage,97.44,%
finish,fillerInstances,387,
placed_design,gp_congestion,0.8135,
logic_synthesis,yosys_warnings,0,
critical_path,cp_cell_sequence,"clkdlybuf4s50_1 -> inv_1 -> fa_2 -> inv_1 -> fa_2 -> fa_2 -> fa_2 -> fa_2 -> fa_2 -> fa_2 -> inv_2 -> fa_1 -> inv_1 -> dlygate4sd2_1",
placed_design,dpl.hpwl,751.4,um
finish,clkbuf_count,0,
critical_path,start_kind,"primary input",
synthesized netlist by cell type:
cell type / count / share of area, %
inv_1: 10 / 19
fa_1: 8 / 81
report_power, final:
part           switching [mW]  internal (mW)  leakage, nW
Clock                       0              0            0
Sequential                  0              0            0
Combinational          0.0126         0.0322        0.208
repair_timing:
item / 4_1_cts / 5_1_grt
setup endpoints to repair: 2 / 3
cloned: 0 / 0
gates resized: 13 / 0
pin swaps: 6 / 4
final timing paths:
check             start     end  cells past startpoint
setup / recovery    Cin  Sum[7]                     14
hold / removal     B[7]  Sum[7]                      5
stage by stage:
stage	hold slack, ns	setup WS, ns	power, mW	instances
global placement	3.488	-0.3577	0.04512	90
finish	3.332	0.1564	0.04485	90
detailed placement	3.482	-0.3698	0.04523	90
global route	3.395	0.02979	0.05033	90
floorplan	2.547	0.6638	0.006415	18
CTS	3.345	0.01497	0.04616	90
layout make-up:
class,count,area [sq um],share of cell area [%]
inverters,10,37.54,7.092
multi-input cells,8,177.7,33.57
well taps,46,57.56,10.87
repair buffers,26,256.5,48.46
cell families after synthesis:
logic type / after synthesis / synth area share, %
buffers and inverters: 10 / 18.99
adder cells (fa/ha/maj): 8 / 81.01
per-layer routing:
metal / track usage (%) / part of all wire [%] / vias to the layer above
li1: - / - / 96
met1: 3.199 / 47 / 96
met4: 0 / 0 / 0
met2: 2.648 / 26 / 25
met3: 2.045 / 27 / 0
met5: 0 / 0 / -
Power figures rest on the tool's default switching activity, not on a simulated workload.
