==> run.sh <==
#!/bin/bash
# OpenROAD 26Q1-2900-gdf79404cd8, Yosys 0.63+post, stock flow scripts
make -C /OpenROAD-flow-scripts/flow DESIGN_CONFIG=/design/flow/config.mk WORK_HOME=/design/flow/orfs finish
==> config.mk <==
export PLATFORM = sky130hd
export DESIGN_NAME = carry_select_adder
export DESIGN_NICKNAME = carry_select_adder
export VERILOG_FILES = /design/flow/design.v
export SDC_FILE = /design/flow/constraint.sdc
export NUM_CORES = 4
export LEC_CHECK = 1
export CORE_AREA = 10 10 74 74
export DIE_AREA = 0 0 84 84
==> constraint.sdc <==
current_design carry_select_adder

set clk_period 5.7
set clk_io_pct 0.2

create_clock -name clk0 -period $clk_period

set non_clock_inputs [all_inputs -no_clocks]
set_input_delay [expr $clk_period * $clk_io_pct] -clock clk0 $non_clock_inputs
set_output_delay [expr $clk_period * $clk_io_pct] -clock clk0 [all_outputs]
==> design.v <==
`timescale 1ns / 1ps
module carry_select_adder(a,b,carryIn,carryOut,sum);
    input [15:0] a;
    input [15:0] b;
    input carryIn;
    output carryOut;
    output [15:0] sum;
    wire Carry0,Carry10,Carry11,Carry20,Carry21,Carry30,Carry31;
    wire carryf0,carryf1;
    wire c0,c1,c2,c3;
    wire [3:0] s0;
    wire [3:0] s1;
    wire [3:0] s2;
    wire [3:0] s3;
    wire [3:0] s4;
    wire [3:0] s5;
    ripple_carry_adder Adder1(.A(a[3:0]),.B(b[3:0]),.CarryIn(carryIn),.CarryOut(Carry0),.Sum(sum[3:0]));
    ripple_carry_adder Adder20(.A(a[7:4]),.B(b[7:4]),.CarryIn(0),.CarryOut(Carry10),.Sum(s0));
    ripple_carry_adder Adder21(.A(a[7:4]),.B(b[7:4]),.CarryIn(1),.CarryOut(Carry11),.Sum(s1));
    MUX Mux1(.In0(s0),.In1(s1),.c0(Carry10),.c1(Carry11),.sel(Carry0),.outs(sum[7:4]),.outc(Carryf0));
    ripple_carry_adder Adder30(.A(a[11:8]),.B(b[11:8]),.CarryIn(0),.CarryOut(Carry20),.Sum(s2));
    ripple_carry_adder Adder31(.A(a[11:8]),.B(b[11:8]),.CarryIn(1),.CarryOut(Carry21),.Sum(s3));
    MUX Mux2(.In0(s2),.In1(s3),.c0(Carry20),.c1(Carry21),.sel(Carryf0),.outs(sum[11:8]),.outc(Carryf1));
    ripple_carry_adder Adder40(.A(a[15:12]),.B(b[15:12]),.CarryIn(0),.CarryOut(Carry30),.Sum(s4));
    ripple_carry_adder Adder41(.A(a[15:12]),.B(b[15:12]),.CarryIn(1),.CarryOut(Carry31),.Sum(s5));
    MUX Mux3(.In0(s4),.In1(s5),.c0(Carry30),.c1(Carry31),.sel(Carryf1),.outs(sum[15:12]),.outc(carryOut));
endmodule
module full_adder(S, Cout, A, B, Cin);
   input  A;
   input  B;
   input  Cin;
   output S;
   output Cout;   
   wire   w1;
   wire   w2;
   wire   w3;
   wire   w4;
   xor(w1, A, B);
   xor(S, Cin, w1);
   and(w2, A, B);   
   and(w3, A, Cin);
   and(w4, B, Cin);   
   or(Cout, w2, w3, w4);
endmodule
module ripple_carry_adder(A,B,CarryIn,CarryOut,Sum);
    input [3:0] A;     
    input [3:0] B;     
    input CarryIn;     
    output [3:0] Sum;  
    output CarryOut;   
    wire c0;  
    wire c1;  
    wire c2;  
    full_adder adder1(.S(Sum[0]),.Cout(c0),.A(A[0]),.B(B[0]),.Cin(CarryIn));
    full_adder adder2(.S(Sum[1]),.Cout(c1),.A(A[1]),.B(B[1]),.Cin(c0));
    full_adder adder3(.S(Sum[2]),.Cout(c2),.A(A[2]),.B(B[2]),.Cin(c1));
    full_adder adder4(.S(Sum[3]),.Cout(CarryOut),.A(A[3]),.B(B[3]),.Cin(c2));
endmodule
module MUX(In0,In1,c0,c1,sel,outs,outc);
    input [3:0] In0;
    input [3:0] In1;
    input c0,c1,sel;
    output [3:0] outs;
    output outc;
    assign outs=(sel==1'b1)?In1:In0;
    assign outc=(sel==1'b1)?c1:c0;
endmodule
==> flow_metrics.py <==
# Synthesis and PnR figures
metrics = {
    "die": {
        "die_x_um": 84,
        "core_sq_mm": 0.003971,
        "num_rows": 23,
        "boundaryPins": 50,
        "die_h_um": 84,
        "fp_util": 0.1846,
        "dieArea_sq_mm": 0.007056,
    },
    "global_routing": {
        "grt_pass1_wl_um": 3084,
        "grt-ovfl-total": 0,
        "grt_pass1_vias": 682,
        "grt_start_max_net_pins": 5,
        "antenna_found_initial": 0,
        "track_usage": 0.05109,
    },
    "place": {
        "postPlaceCellArea_sq_mm": 0.001289,
        "place_congestion": 0.7244,
        "post-place-ws_ps": -256.0,
        "port-buffer-count": 50,
        "hpwl_um": 1839,
    },
    "worst_setup_path": {
        "worst-path-buf-inv": 4,
        "worstSetupPathType": "primary input to output port",
        "slowest_delay_ps": 450,
        "cp_max_fo": 3,
        "path_cells": "dlygate4sd2_1 -> inv_2 -> fa_2 -> inv_2 -> fa_2 -> fa_2 -> fa_2 -> nand2b_4 -> a21oi_4 -> o21ai_4 -> mux2i_4 -> a21oi_4 -> mux2i_2 -> a21o_1 -> clkdlybuf4s50_1",
        "startpoint_type": "primary input",
        "end_kind": "output port",
        "cp.required_ps": 4560,
        "critical_path_arrival_ps": 4400,
        "path_common_cell": "fa_2",
        "crit_path_top_delay_cell": "clkdlybuf4s50_1",
        "cp_top_family": "adder cells",
    },
    "flow_run": {
        "max_cap_viol_count": 0,
        "tool_warnings": 35,
    },
    "cells_and_area": {
        "design_area_sq_mm": 0.001341,
        "syn_to_final_growth_pct": 82.94,
        "regArea_sq_um": 0,
        "flop-count": 0,
        "drive_above_1_share": 0.1915,
        "fillers": 400,
        "nClkBuffers": 0,
    },
    "synth": {
        "yosys-top-cells-area": "ha_1 26%, fa_1 11%, xnor2_1 9.6%, inv_1 7.2%, nor2_1 5.6%",
        "postSynthSeqShare": 0,
        "post-synth-top-area-fraction": 0.2560,
        "ys_types": 25,
        "synth_stat.cells": 88,
        "yosysTopAreaCell": "ha_1",
        "synth.cell_area_sq_um": 733.2,
        "syn_inst": 88,
        "yosysWarningCount": 8,
        "yosys_area_sq_um": 733.2,
        "avgSynthCellArea_sq_um": 8.332,
    },
    "route": {
        "vias_per_cell": 3.796,
        "ant_nets": 0,
        "vias": 725,
        "diodes": 0,
        "drc": 0,
        "firstDrtPassIters": 2,
        "drt-total-wl_um": 1991,
        "drt_iter0_drc": 18,
        "wire_per_inst_um": 10.42,
    },
    "pwr": {
        "leakagePower_nw": 0.6027,
        "pwr_density_cell_mw_per_mm2": 111.6,
        "worst_ir_drop_vdd_v": 0.00005338,
    },
    "timing": {
        "finalCritPeriodShare": 0.9722,
        "post-route-min-period_ps": 5542,
        "max_slew_margin": 0.8188,
        "rsz0062_at_grt": "false",
        "slew_viol_final": 0,
        "fin_ws_ps": 158.3,
        "setup_viol": 0,
        "timing.hold.ws_ps": 3073,
        "hold_viol": 0,
        "tightest_slew_ps": 271.8,
        "timing.fmax_ghz": 0.1805,
    },
    "hold_path": {
        "hold_class": "primary input to output port",
    },
    "run_status": {
        "status": "finished, final reports clean",
    },
    "cts": {
        "hold_buffers": 0,
    },
}
==> metal layers <==
layer / GRT usage / share of wire
met5: 0 / 0
met2: 0.08362 / 0.48
met4: 0 / 0
met1: 0.06682 / 0.44
met3: 0.01772 / 0.071
==> worst paths after layout <==
kind              startpoint       end  depth (start not counted)
setup / recovery        a[0]  carryOut                         15
hold / removal         b[13]   sum[13]                          4
==> cell type report <==
type                       instances  area (sq um)  share of cell area
multi-input combinational         70         673.1              0.5019
tap                               50         62.56             0.04664
inverter                          14         52.55             0.03918
timing repair buffer              57         553.0              0.4123
==> worst min-delay path: cells and delay by family <==
family	cells	cell delay, ps
fa+ha+maj	1	140
buf+inv	2	600
xor+xnor	1	60
==> where the power goes <==
part	internal [mW]	switching (mW)	total, mW
Combinational	0.102	0.0472	0.150
Sequential	0	0	0
Clock	0	0	0
Total	0.102	0.0472	0.150
==> through the flow <==
| stage | std cells | TNS [ps] | power [mW] | utilization |
|---|---|---|---|---|
| 2_1_floorplan | 88 | 0 | 0.06093 | - |
| 3_3_place_gp | 187 | -680.4 | 0.1443 | 0.3245 |
| 3_5_place_dp | 187 | -887.3 | 0.1452 | 0.3245 |
| 4_1_cts | 189 | 0 | 0.1525 | 0.3327 |
| 5_1_grt | 191 | 0 | 0.1652 | 0.3377 |
| 6_report | 191 | 0 | 0.1497 | 0.3377 |
==> synth_stat cells <==
cell,n
a21o_1,1
a21oi_1,4
a21oi_4,2
and2_2,1
buf_4,4
fa_1,4
ha_1,15
inv_1,14
mux2i_1,4
mux2i_2,1
nand2_1,1
nand2b_1,1
nand2b_4,1
nor2_1,11
nor3b_1,1
o21ai_0,2
o21ai_4,1
o21ba_2,1
o21bai_1,1
o22ai_1,1
or2_2,3
or2b_2,1
or3_1,1
xnor2_1,8
xor2_1,4
==> what timing repair did <==
| action | 4_1_cts | 5_1_grt |
|---|---|---|
| pin swaps | 9 | 5 |
| endpoints found under the setup margin | 5 | 3 |
| gates resized | 14 | 2 |
| hold endpoints to repair | 0 | 0 |
| setup buffers | 2 | 2 |
==> logic make-up after synthesis <==
group,synth area share
buf+inv,0.1126
compound gates,0.1502
mux,0.07338
fa+ha+maj,0.3652
simple gates,0.1553
xor+xnor,0.1433
==> cells in the final DEF, fill, tap and decap left out, types with 2 or more instances in the layout <==
cell type and n:
buf_4 7, a21oi_4 2, xnor2_1 8, clkdlybuf4s50_1 44
nor2_1 11, o21ai_0 2, xor2_1 4, or2_2 3
a21oi_1 4, dlygate4sd2_1 4, inv_1 10, mux2i_1 3
fa_2 4, ha_1 15, dlymetal6s2s_1 2, inv_2 4
No activity file was given, so power comes from the tool's default toggle rates.
