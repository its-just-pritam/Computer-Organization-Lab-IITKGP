<file path="flow/run.sh">
#!/bin/bash
# OpenROAD 26Q1-2900-gdf79404cd8, Yosys 0.63+post, stock flow scripts
make -C /OpenROAD-flow-scripts/flow DESIGN_CONFIG=/design/flow/config.mk WORK_HOME=/design/flow/orfs finish
</file>
<file path="flow/constraint.sdc">
current_design Bin_MUL_LS

set clk_period 8.7
set clk_io_pct 0.2

create_clock -name clk0 -period $clk_period [get_ports {clk}]

set non_clock_inputs [all_inputs -no_clocks]
set_input_delay [expr $clk_period * $clk_io_pct] -clock clk0 $non_clock_inputs
set_output_delay [expr $clk_period * $clk_io_pct] -clock clk0 [all_outputs]
</file>
<file path="flow/design.v">
`timescale 1ns / 1ps
module Bin_MUL_LS(clk,rst,load,a,b,product);
 input [5:0] a,b;
 input clk,rst,load;
 output reg [11:0] product;
  reg C;
  reg [11:0] T;
  reg [3:0] count;
  always @(posedge clk or posedge rst)
  begin
    if(rst)
    begin
      	count = 4'b0000;
      	product = 0;
      	T = {12'b000000000000};
      	C = 0;
    end
    else if(count < 4'b0110)
    begin
      if( b[count] == 1'b0 )
        T = 12'b000000000000;
      else if( b[count] == 1'b1 )
        T = {6'b000000,a};
      T = T << count;
      {C,product} = product + T + C;
      count = count + 1;
    end
  end
endmodule
</file>
<file path="flow/config.mk">
export PLATFORM = sky130hd
export DESIGN_NAME = Bin_MUL_LS
export DESIGN_NICKNAME = Bin_MUL_LS
export VERILOG_FILES = /design/flow/design.v
export SDC_FILE = /design/flow/constraint.sdc
export NUM_CORES = 4
export LEC_CHECK = 1
export CORE_AREA = 10 10 101 101
export DIE_AREA = 0 0 111 111
</file>
==> summary.txt <==
The implementation run finished. The post-route utilization of the core is recorded as 23.75%. The transition time recorded at the tightest slew-check pin is 680.8 ps. No sink is reached through more buffers than the 2 on the longest clock path. Once placement finished, the instance area stood at 1886 um^2. For hold timing, the worst endpoint is product[0].

Remaining number of nets flagged by the antenna check after routing landed at 0. In this design, the largest share of critical-path delay is due to AND-OR/OR-AND gates. Initial antenna violation count landed at 0. Number of cells on the worst hold path landed at 2. Setup repair after global routing left no endpoint under its margin.

Number of endpoints failing setup at the final stage landed at 0. Design area landed at 1932 um^2. TritonCTS reports the number of clock sinks as 17. Via count of the first global-routing pass landed at 1362. Sequential area share after synthesis landed at 27.49%.

Area of the chip landed at 12320 um^2. Post-synthesis register bit count landed at 17. Routed via count landed at 1391.

Total CTS buffers landed at 3. In the post-synthesis netlist, the biggest area contributors are dfrtp_1 (27%), ha_1 (9.7%), nand2_1 (7.0%). STA puts the critical path data required time at 8810 ps. Overall routing resource usage recorded by global route was 6.173%.

In this run, synthesis inferred 0 flip-flops with an integrated enable. Minimum clock period after layout landed at 4655 ps. TritonCTS built the clock tree. The highest supply drop recorded on VDD is 0.00007835 V. Per STA, the library cell used most along the worst path is fa_1. In this run the post-CTS setup repair buffer count came out at 0. Power density over the cells landed at 183.0 nW/um^2. Final sum of negative setup slack landed at 0 ps. The placement report lists the number of port buffers as 25. The worst path uses 53.51% of the clock period.

Maximum number of pins on one net before global-route repair landed at 25. Relative to the synthesized area, the layout overhead comes to 24.82%. In this run the worst hold path is classified as reg2reg. Post-CTS repair changed the size of 0 cells. Per the layout report, the design carries 872 filler cells. Average wire per standard cell landed at 12.01 um. The endpoint identified for the worst register-to-register timing path is product[10]. Per the post-synthesis stats, the area per cell is 8.019 um^2.

The number of warnings reported in the stage logs is 26. The largest individual stage delay along the critical path comes from the cell mux4_2. Global routing finished with a remaining overflow of 0. According to the I/O placement log, the pin count is 27. STA lists the startpoint of the worst register-to-register path as count[0].

Max-slew check failures listed in the final report amount to 0. Leakage power summed over all cells landed at 0.8297 nW. Row count landed at 33. The layout summary lists the proportion of cells stronger than drive strength 1 as 6.573%. Post-synth the commonest register cell is dfrtp_1.

Initial detailed-routing violation count landed at 95. For this run, the number of Yosys warnings is 1. Maximum clock skew at final layout landed at 4.551 ps. Worst stage delay on the critical path landed at 520 ps. Worst-case reg-to-reg path depth landed at 12. For this design, Yosys synthesis ends with a cell count of 193. In the placement report, post-DP HPWL is listed as 3068 um. Wires add up to 3820 um. In this run the critical path is formed by clkdlybuf4s50_1 -> mux4_2 -> and2_4 -> a21o_1 -> nand4_1 -> fa_1 -> inv_1 -> fa_1 -> a21oi_1 -> o211ai_1 -> a41oi_1 -> xnor2_1 -> o21ai_0. Buffers plus inverters on the worst setup path landed at 2.

The run finished with clean final reports. Maximum level of the CTS H-tree landed at 1. The number of different library cells used by synthesis comes to 44. The number of maximum-capacitance violations recorded for the run is 0. Share of the synthesized area in the top cell type landed at 27.49%. In the CTS report, the clock slew at the register clock pins of the worst setup and hold paths is listed as 70 ps. First-pass detailed-route iteration total landed at 4.

Headroom to the max-slew limit came out at 54.56%. TritonRoute reported its final design rule violation total as 0. Overall power of the completed layout landed at 353.6 uW. Data arrival at the endpoint of the critical path landed at 4760 ps. Yosys chip area landed at 1548 um^2. Wire length of the first global-routing pass landed at 6568 um. Achievable clock frequency landed at 214.8 MHz. Per the CTS log, the root buffer master is clkbuf_8. Before placement the cells fill 19.03% of the core.

The synthesized design spends more area on one cell type than any other, namely dfrtp_1. Per the post-synthesis report, the number of cells in the design is 193. Looking at the setup timing report, the critical path kind is in2reg.

Horizontal die dimension landed at 111 um. Placer's final routability congestion estimate landed at 0.8389. Detail-routed via count per cell landed at 4.374. According to the floorplan report, the placeable core area is 8134 um^2. STA classifies the critical path endpoint as a register. Clock latency at the later pin of the worst-skew pair landed at 250 ps.

Post-cts hold buffer count landed at 0. Counting flops with an async set or reset pin after synthesis yields a share of 100.0%. Per the hold report, the tightest min-delay path originates at product[0]. STA classifies the critical path startpoint as an input port. The floorplan step set the die height to 111 um. Antenna repair during routing inserted a diode count of 0.

Worst setup slack for register-to-register paths landed at 5060 ps. The cell area that synthesis handed to floorplanning was 1548 um^2. Count of final hold-check violations landed at 0. Top fanout value on the critical path landed at 4.
[worst max-delay path by stage]
stage	start	to	slack, ps	depth (start not counted)
after CTS	b[3]	product[10]	4060	13
after global routing	b[3]	product[10]	3840	13
final	b[3]	product[10]	4040	13
[kinds of logic after synthesis]
kind of cell | count (synthesis) | synth area share, %
compound gates | 55 | 22.88
xor+xnor | 8 | 4.527
fa+ha+maj | 14 | 12.29
buf+inv | 19 | 5.255
flops | 17 | 27.49
mux | 8 | 6.144
simple gates | 72 | 21.42
[cells in the final DEF, fill, tap and decap left out, types with 3 or more instances in the layout]
cell | synthesis | layout
o21ai_0 | 14 | 14
ha_1 | 12 | 12
xnor2_1 | 5 | 5
nand2_1 | 29 | 29
clkbuf_8 | 0 | 3
nor2_1 | 18 | 18
a21oi_1 | 15 | 15
xor2_1 | 3 | 3
nor2b_1 | 3 | 3
nor3_1 | 7 | 7
inv_1 | 10 | 10
a21o_1 | 4 | 4
dfrtp_1 | 17 | 17
mux2i_1 | 5 | 5
o21a_1 | 3 | 3
clkdlybuf4s50_1 | 0 | 25
nand3_1 | 4 | 4
[cell type report]
cell class / instances / area (um^2) / share of cell area [%]
flip-flops and latches: 17 / 425.4 / 22.02
repair buffers: 25 / 250.2 / 12.95
multi-input cells: 157 / 1041 / 53.89
well taps: 105 / 131.4 / 6.801
clock inverters: 1 / 5.005 / 0.2591
clock buffers: 3 / 41.29 / 2.137
inverters: 10 / 37.54 / 1.943
[worst reg2reg max path, delay by kind of cell (launching register included)]
family / cells / cell delay [ps]
AOI/OAI and AO/OA: 5 / 970
DFF: 1 / 750
buffers and inverters: 1 / 50
muxes: 1 / 640
adders and majority gates: 2 / 590
and+or+nand+nor: 2 / 310
xor gates and xnor gates: 1 / 180
[state kept, by name, summed over array words and instances (netlist names)]
signal   count
product     12
C            1
count        4
[metrics by stage]
stage	cells	hold slack [ps]	worst slack (ps)
floorplan	193	449.8	4448
global placement	314	496.6	3788
detailed placement	314	509.5	3797
CTS	318	525.4	4061
global route	318	560.9	3842
finish	318	520.5	4045
[synthesized netlist by cell type (3+ instances only)]
master / count
nand2_1: 29
a21o_1: 4
dfrtp_1: 17
nand3_1: 4
nor2_1: 18
mux2i_1: 5
nor2b_1: 3
xnor2_1: 5
a21oi_1: 15
inv_1: 10
ha_1: 12
o21a_1: 3
xor2_1: 3
o21ai_0: 14
nor3_1: 7
clkbuf_1: 6
[per-layer routing]
metal	global-route usage, %	wire, um	vias up
li1	-	-	730
met1	8.088	1781	632
met2	10.06	1769	27
met3	2.080	249	2
met4	0.3472	19	0
met5	0	0	-
[report_power, final]
group	internal, mW	switching [mW]
Clock	0.0318	0.0288
Combinational	0.0927	0.0674
Sequential	0.107	0.0261
Total	0.231	0.122
No activity file was given, so power comes from the tool's default toggle rates.
